File: flow/run.sh
#!/bin/bash
# OpenROAD 26Q1-2900-gdf79404cd8, Yosys 0.63+post, stock flow scripts
make -C /OpenROAD-flow-scripts/flow DESIGN_CONFIG=/design/flow/config.mk WORK_HOME=/design/flow/orfs finish
File: flow/config.mk
export PLATFORM = sky130hd
export DESIGN_NAME = RegisterFile
export DESIGN_NICKNAME = RegisterFile
export VERILOG_FILES = /design/flow/design.v
export SDC_FILE = /design/flow/constraint.sdc
export NUM_CORES = 4
export LEC_CHECK = 1
export CORE_UTILIZATION = 30
File: flow/constraint.sdc
current_design RegisterFile

set clk_period 7.4
set clk_io_pct 0.2

create_clock -name clk0 -period $clk_period [get_ports {clk}]

set non_clock_inputs [all_inputs -no_clocks]
set_input_delay [expr $clk_period * $clk_io_pct] -clock clk0 $non_clock_inputs
set_output_delay [expr $clk_period * $clk_io_pct] -clock clk0 [all_outputs]
File: flow/design.v
`timescale 1ps/1ps
module RegisterFile (ReadData1 ,ReadData2 ,ReadRegister1 ,ReadRegister2 ,WriteRegister ,WriteData ,RegWrite ,clk);
	output [31:0] ReadData1 ;
	wire [31:0] ReadData1 ;
	output [31:0] ReadData2 ;
	wire [31:0] ReadData2 ;
	input [4:0] ReadRegister1 ;
	wire [4:0] ReadRegister1 ;
	input [4:0] ReadRegister2 ;
	wire [4:0] ReadRegister2 ;
	input [4:0] WriteRegister ;
	wire [4:0] WriteRegister ;
	input [31:0] WriteData ;
	wire [31:0] WriteData ;
	input RegWrite ;
	wire RegWrite ;	 
	input clk;
	wire clk;
	reg [31:0] Registers [31:0];
	assign #100  ReadData1=(ReadRegister1==5'b0) ? 32'b0 : Registers[ReadRegister1];
	assign #100  ReadData2=(ReadRegister2==5'b0) ? 32'b0 : Registers[ReadRegister2];
	always @(posedge clk)	
	begin
		#100  
		if(RegWrite&&WriteRegister!=0)
			Registers[WriteRegister]<=WriteData;
	end
	initial
	begin
		Registers[0]=0;
		Registers[29]=1023;
	end
endmodule
==> results.yml <==
# physical design summary
status:
  status: "finished clean"
cts:
  cts_htree_levels: 3
  cts_root_buffer: "clkbuf_16"
  clk_pin_slew_ps: 60
  hold_buffers: 0
  clock_path_buffers: 3
  cts_tree: "built"
  cts_buffers: 99
  post_cts_resized: 0
  cts_setup_buffers: 0
  numClockSinks: 1024
cells_and_area:
  largest_reg_flops: 1024
  areaGrowthSynthToFinish_pct: 15.6
  drive_gt1_frac: 0.269
  lay_top_count: "edfxtp_1"
  top_regs: "Registers (1024)"
  final_cell_mix: "1024 x edfxtp_1, 320 x mux2i_1, 316 x mux4_2"
  nFillCells: 14394
  top_register: "Registers"
critical_path:
  cp_cell_sequence: "buf_2, or2_2, or4_4, o21ai_1, a311oi_1, buf_4, clkdlybuf4s50_1"
  crit_path_end_kind: "output port"
  critPathRequiredTime_ps: 5920
  worst-path-stages: 7
  path_buffers: 3
  critPathArrivalTime_ps: 4870
  critPathMaxFanout: 32
  cp_top_family: "simple AND/OR/NAND/NOR gates"
  worstSetupPathType: "primary input to output port"
  cp-startpoint: "ReadRegister1[4]"
  slowest_stage: "a311oi_1"
  slowest_delay_ps: 730
  setup.worst_path.start_class: "primary input"
run:
  warnings: 26
  max_cap_violations: 0
floorplanning:
  die_y_um: 402
  rows: 146
  die-area_mm2: 0.161
  fp_util: 0.302
  io_pins: 113
  core-area_mm2: 0.158
  chipWidth_um: 402
pwr:
  p_seq_frac: 0.504
  switchingPower_mw: 2.96
  intPower_mw: 9.95
  netSwitchingFraction: 0.229
  p_comb_frac: 0.092
  fin_total_pwr_mw: 12.9
  leakage_nw: 17.7
  p_clk_frac: 0.404
  ir_drop_uv: 175
  p_per_area_mw_per_mm2: 233
global_routing:
  grt_pass1_vias: 30347
  grt_pass1_wl_um: 216000
  grt_overflow_total: 0
  antenna_found_initial: 9
  grt_start_max_net_pins: 79
  grtUsageTotal: 0.201
hold_path:
  min-delay-start: "WriteData[14]"
  hold_path.class: "primary input to flip-flop"
  min_path_cells: 2
synthesis:
  ys_types: 39
  syn-cell-area_mm2: 0.0479
  synth_cells: 2564
  async_reset_ff_frac: 0
  yosys_area_mm2: 0.0479
  ys_warn_count: 1
  avgSynthCellArea_um2: 18.7
  synthFlopType: "edfxtp_1"
  edf_count: 1024
  ys_cells: 2564
  postSynthSeqShare: 0.642
  synth.ff_latch_count: 1024
drt:
  post_drt_wl_per_cell_um: 31.1
  antenna-diode-count: 0
  vias: 27613
  ant_nets: 0
  wirelength_um: 152000
  drt_iter0_markers: 1662
  viasPerCell: 5.65
  first_pass_iters: 7
  drc_errors: 0
placement:
  gp_congestion: 0.916
  hpwl_um: 90900
  portBuffers: 112
sta:
  period_used_share: 0.858
  finalSetupViolations: 0
  finalSetupTns_ps: 0
  finalMaxSlewViolations: 0
  fmaxAchievable_ghz: 0.157
  fin_crit_ps: 6350
  hold_violations: 0
  worst_pin_slew_ps: 900
  rsz0062_at_grt: "false"
  relSlewSlack: 0.396
[synth_stat cells, types with 2 or more instances]
library cell	instances	area, µm²
nand3_1	2	10.0
a21oi_1	32	160
a221oi_2	16	240
o2111ai_1	10	87.6
nor2_1	36	135
or3_1	2	12.5
mux4_2	316	7120
clkbuf_1	98	368
o21ai_0	50	250
edfxtp_1	1024	30700
inv_1	2	7.51
a221oi_1	38	333
o21ai_1	4	20.0
a211oi_2	11	138
a22oi_1	64	480
buf_6	12	135
nand2_1	85	319
a211oi_1	53	398
buf_4	53	398
nand3b_1	6	45.0
nor2b_1	37	231
a311oi_1	32	280
o221ai_1	64	561
mux2_2	64	721
or3b_2	5	43.8
mux2i_1	320	3200
buf_2	50	250
mux4_1	36	946
nand4_1	32	200
[logic make-up after synthesis]
| kind of cell | synth area share |
|---|---|
| AOI/OAI and AO/OA | 0.0615 |
| DFF | 0.642 |
| and+or+nand+nor | 0.0218 |
| buffers and inverters | 0.0244 |
| muxes | 0.250 |
| other | 0.0000783 |
[final cells by class]
class,count,area [µm²],area share
Tap cell,2072,2590,0.0468
Multi-Input combinational cell,1354,16400,0.296
Clock inverter,67,769,0.0139
Clock buffer,116,2560,0.0463
Inverter,2,10.0,0.000181
Timing Repair Buffer,252,2280,0.0411
Sequential cell,1024,30700,0.555
[through the flow]
stage,std cells,setup slack (ps),hold WS [ps],utilization,instance area [µm²]
CTS,4887,1000,1540,0.350,55400
floorplan,2595,3030,1580,-,48000
detailed placement,4704,999,2310,0.329,52000
finish,4887,1050,1570,0.350,55400
global route,4887,855,1590,0.350,55400
global placement,4704,949,2300,0.329,52000
[power by group through the flow]
stage,Sequential (mW),Combinational (mW),Clock (mW)
4_1_cts,6.50,1.20,5.30
5_1_grt,6.51,1.26,5.50
6_report,6.50,1.19,5.22
[final timing paths]
path,end,slack [ps]
worst max-delay path,ReadData1[25],1050
worst min-delay path,Registers[10][14]$_DFFE_PP_,1570
[per-layer routing]
| metal | vias up | wire length, µm | GRT usage |
|---|---|---|---|
| met1 | 13881 | 48100 | 0.215 |
| met4 | 20 | 7720 | 0.0784 |
| met5 | - | 166 | 0.00506 |
| met2 | 1945 | 70500 | 0.300 |
| li1 | 11369 | - | - |
| met3 | 398 | 25400 | 0.151 |
Power is estimated from default activity; no workload was simulated.
