==> /design/flow/design.v <==
`timescale 1ps/1ps
module ALU(ALU_reg_1, ALU_reg_2, ALU_control, ALU_out , ALU_zero , shamt);
	input wire [31:0] ALU_reg_1;
	input wire [31:0] ALU_reg_2;
	input wire [3:0] ALU_control;
	input wire [4:0] shamt;
	output reg [31:0] ALU_out;
	output reg ALU_zero;
	always@(ALU_reg_1, ALU_reg_2, ALU_control) begin
		#200  
		case(ALU_control)
			4'b0000 : ALU_out <= ALU_reg_1 & ALU_reg_2;          
			4'b0001 : ALU_out <= ALU_reg_1 | ALU_reg_2;          
			4'b0010 : ALU_out <= ALU_reg_1 + ALU_reg_2;          
			4'b0110 : ALU_out <= ALU_reg_1 - ALU_reg_2;          
			4'b0111 : ALU_out <= ALU_reg_1 < ALU_reg_2 ? 1 : 0;  
			4'b1100 : ALU_out <= ~(ALU_reg_1 | ALU_reg_2) ;      
			4'b1111 : ALU_out <=  ALU_reg_2 << shamt;
			4'b1001 : ALU_out <= ALU_reg_1 * ALU_reg_2;          
			default : ALU_out <= 0;
		endcase
	end
	always@(ALU_out)begin
		case(ALU_out)
			0 : ALU_zero <= 1;
			default : ALU_zero <= 0;
		endcase
	end
endmodule
==> /design/flow/run.sh <==
#!/bin/bash
# OpenROAD 26Q1-2900-gdf79404cd8, Yosys 0.63+post, stock flow scripts
make -C /OpenROAD-flow-scripts/flow DESIGN_CONFIG=/design/flow/config.mk WORK_HOME=/design/flow/orfs finish
==> /design/flow/config.mk <==
export PLATFORM = sky130hd
export DESIGN_NAME = ALU
export DESIGN_NICKNAME = ALU
export VERILOG_FILES = /design/flow/design.v
export SDC_FILE = /design/flow/constraint.sdc
export NUM_CORES = 4
export LEC_CHECK = 1
export CORE_UTILIZATION = 30
==> /design/flow/constraint.sdc <==
current_design ALU

set clk_period 19.5
set clk_io_pct 0.2

create_clock -name clk0 -period $clk_period

set non_clock_inputs [all_inputs -no_clocks]
set_input_delay [expr $clk_period * $clk_io_pct] -clock clk0 $non_clock_inputs
set_output_delay [expr $clk_period * $clk_io_pct] -clock clk0 [all_outputs]
==> impl_metrics.env <==
# implementation run metrics
export IMPL_routed_wl_um=97200
export IMPL_synth_sequential_area_ratio_pct=0
export IMPL_warnings=96
export IMPL_maxSlewHeadroom_pct=40.2
export IMPL_pin_count=106
export IMPL_final_max_slew_violation_count=0
export IMPL_fp_utilization_pct=30.2
export IMPL_max_freq_mhz=56.7
export IMPL_critPathBufInv=7
export IMPL_post_route_drc_count=0
export IMPL_first_iter_violations=1883
export IMPL_yosys_stat_cells=2888
export IMPL_worst_path_most_repeated_cell="fa_1"
export IMPL_arrival_ps=13730
export IMPL_post_synth_inst_count=2888
export IMPL_hpwlAfterDp_um=79900
export IMPL_cellInternalPower_w=0.00328
export IMPL_holdBufCountCts=0
export IMPL_post_synth_top_area_fraction_pct=35.8
export IMPL_n_clock_buffer=0
export IMPL_grt_start_max_net_pins=59
export IMPL_worst_path_max_delay_cell="clkdlybuf4s50_1"
export IMPL_report_final_setup_viol=0
export IMPL_synth_area_top_cells="fa_1 (36%), ha_1 (12%), inv_1 (7.7%), nor2_1 (6.8%), nand2_1 (5.0%)"
export IMPL_post_cts_buffers=0
export IMPL_grt_antenna_before_repair=3
export IMPL_replace_congestion=1.05
export IMPL_grt_overflow_total=0
export IMPL_mappedNetlistArea_um2=22900
export IMPL_drive_gt1_share_pct=6.08
export IMPL_slowest_delay_ps=970
export IMPL_power_share_switching_pct=60.6
export IMPL_syn_to_final_growth_pct=10.1
export IMPL_die_h_um=278
export IMPL_power_density_cell_area_nw_per_um2=329
export IMPL_first_pass_iters=6
export IMPL_rows=101
export IMPL_seq_cell_count=0
export IMPL_post_cts_resized_instances=0
export IMPL_setup_tns_final_ps=0
export IMPL_place_detailed_instances=3889
export IMPL_ys_types=98
export IMPL_final_core_util_pct=33.3
export IMPL_min_delay_path_class="in -> out"
export IMPL_layout_min_cycle_time_ps=17630
export IMPL_grt_pass1_vias=21900
export IMPL_coreArea_um2=75800
export IMPL_route_detailed_wl_per_inst_um=25.0
export IMPL_post_drt_via_cell_ratio=5.46
export IMPL_avgSynthCellArea_um2=7.94
export IMPL_final_antenna_violating_net_count=0
export IMPL_design_area_um2=25200
export IMPL_cap_viol_max_count=0
export IMPL_finalClockPeriodUsage_pct=90.4
export IMPL_peak_ir_drop_on_the_vdd_network_uv=716
export IMPL_p_leak_nw=11.8
export IMPL_global_route_wire_length_before_repair_um=145000
export IMPL_synth_area_yosys_um2=22900
export IMPL_unrepaired_setup_endpoints_after_global_routing="false"
export IMPL_worst_ep_required_time_ps=15600
export IMPL_synth_area_leader="fa_1"
export IMPL_vias=21300
export IMPL_total_switching_power_w=0.00504
export IMPL_synth_yosys_warnings=1
export IMPL_outcome="complete, no violations"
export IMPL_worstSetupEndpointType="primary output"
export IMPL_cell_family_contributing_the_most_delay_on_the_critical_path="adder cells"
export IMPL_num_fill_cells=8019
export IMPL_fin_cells=3892
export IMPL_chip_area_um2=77600
export IMPL_timing_critical_path_from_type="primary input"
export IMPL_worst_setup_path_type="in -> out"
export IMPL_hold_violations=0
export IMPL_place_port_buffers=106
export IMPL_grt_usage_pct=26.5
export IMPL_detailed_place_area_um2=25200
export IMPL_worstPathMaxFanout=14
export IMPL_area_sequential_um2=0
export IMPL_die_size_x_um=278
export IMPL_worst_slew_pin_slew_ps=890
## per-stage QoR
step	worst slack [ps]	total power [W]	hold WS, ps
floorplan	4100	0.00543	8060
global route	1380	0.00896	9280
detailed placement	1980	0.00825	9220
finish	1870	0.00832	9240
CTS	1950	0.00829	9220
global placement	2080	0.00831	9190
## per-layer routing
metal	wire (µm)	vias to the layer above	GRT usage [%]
met3	13800	191	13.1
met5	42	-	0.313
met1	37600	10300	35.1
met2	42300	1280	39.0
met4	3510	4	7.47
li1	-	9445	-
## logic make-up after synthesis
| kind of cell | count (synthesis) | share of synthesized area (%) |
|---|---|---|
| AOI/OAI and AO/OA | 494 | 15.1 |
| muxes | 76 | 4.75 |
| xor gates and xnor gates | 93 | 3.55 |
| adders and majority gates | 629 | 47.7 |
| and+or+nand+nor | 930 | 17.7 |
| buffers and inverters | 666 | 11.1 |
## power groups by stage
stage    sequential, W  combinational, W          clock, W
4_1_cts              0           0.00829                 0
5_1_grt              0           0.00896  0.00000000000687
## area by class of cell
cell class | instances | area (µm²) | area share [%]
Antenna cell | 3 | 7.51 | 0.0297
Inverter | 492 | 1850 | 7.32
Tap cell | 978 | 1220 | 4.85
Multi-Input combinational cell | 2222 | 20400 | 80.9
Timing Repair Buffer | 197 | 1730 | 6.87
## synth_stat cells (7+ instances only)
| library cell | number |
|---|---|
| nand4_1 | 10 |
| fa_1 | 410 |
| nor3_1 | 38 |
| nand3_1 | 25 |
| o21a_1 | 12 |
| xor2_1 | 19 |
| nor4_1 | 13 |
| o31ai_1 | 14 |
| nand2b_1 | 26 |
| a22oi_1 | 13 |
| o211ai_1 | 25 |
| nand2_1 | 305 |
| or4_1 | 8 |
| clkinv_1 | 14 |
| a21oi_1 | 104 |
| and2_1 | 9 |
| clkbuf_1 | 117 |
| or3_1 | 15 |
| buf_2 | 23 |
| o32ai_1 | 7 |
| mux2i_1 | 44 |
| o221ai_1 | 19 |
| a221oi_1 | 9 |
| inv_1 | 472 |
| mux4_2 | 24 |
| and3_1 | 9 |
| o21bai_1 | 9 |
| o22ai_1 | 16 |
| a211oi_1 | 26 |
| xnor2_1 | 74 |
| o2111ai_1 | 10 |
| ha_1 | 219 |
| buf_1 | 31 |
| a21o_1 | 26 |
| a31oi_1 | 15 |
| o21ai_0 | 85 |
| a221o_1 | 7 |
| nor2_1 | 416 |
| or2_2 | 12 |
## placed cells by master (no fill, tap or decap), drive strengths merged, types with 26 or more instances in the layout
cell	Yosys	final
mux2i	44	44
a21o	26	26
o21ai	87	87
a21oi	104	104
ha	219	219
nor2	416	416
a211oi	26	26
clkdlybuf4s50	0	104
xnor2	74	74
nand2b	26	26
nor3	38	38
fa	410	410
inv	478	478
nand2	305	305
buf	57	93
## final timing paths
| path | startpoint | endpoint | slack (ps) | cells after the start |
|---|---|---|---|---|
| setup / recovery | ALU_reg_2[5] | ALU_zero | 1870 | 28 |
| hold / removal | ALU_control[1] | ALU_out[3] | 9240 | 5 |
Power is estimated from default activity; no workload was simulated.
